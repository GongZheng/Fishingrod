==> ./run.sh <==
#!/bin/bash
# OpenROAD 26Q1-2900-gdf79404cd8, Yosys 0.63+post, stock flow scripts
make -C /OpenROAD-flow-scripts/flow DESIGN_CONFIG=/design/flow/config.mk WORK_HOME=/design/flow/orfs finish
==> ./config.mk <==
export PLATFORM = sky130hd
export DESIGN_NAME = bSbox
export DESIGN_NICKNAME = bSbox
export VERILOG_FILES = /design/flow/design.v
export SDC_FILE = /design/flow/constraint.sdc
export NUM_CORES = 4
export LEC_CHECK = 1
export CORE_AREA = 10 10 111 111
export DIE_AREA = 0 0 121 121
==> ./constraint.sdc <==
current_design bSbox

set clk_period 7.4
set clk_io_pct 0.2

create_clock -name clk0 -period $clk_period

set non_clock_inputs [all_inputs -no_clocks]
set_input_delay [expr $clk_period * $clk_io_pct] -clock clk0 $non_clock_inputs
set_output_delay [expr $clk_period * $clk_io_pct] -clock clk0 [all_outputs]
==> ./design.v <==
module GF_SQ_2 ( A, Q );
    input [1:0] A;
    output [1:0] Q;
    assign Q = { A[0], A[1] };
endmodule
module GF_MULS_2 ( A, ab, B, cd, Y );
    input [1:0] A;
    input ab;
    input [1:0] B;
    input cd;
    output [1:0] Y;
    wire abcd, p, q;
    assign abcd = ~(ab & cd);  
    assign p = (~(A[1] & B[1])) ^ abcd;
    assign q = (~(A[0] & B[0])) ^ abcd;
    assign Y = { p, q };
endmodule
module GF_MULS_SCL_2 ( A, ab, B, cd, Y );
    input [1:0] A;
    input ab;
    input [1:0] B;
    input cd;
    output [1:0] Y;
    wire t, p, q;
    assign t = ~(A[0] & B[0]);  
    assign p = (~(ab & cd)) ^ t;
    assign q = (~(A[1] & B[1])) ^ t;
    assign Y = { p, q };
endmodule
module GF_INV_4 ( X, Y );
input [3:0] X;
output [3:0] Y;
    wire [1:0] a, b, c, d, p, q;
    wire sa, sb, sd;  
    assign a = X[3:2];
    assign b = X[1:0];
    assign sa = a[1] ^ a[0];
    assign sb = b[1] ^ b[0];
    assign c = {  
    ~(a[1] | b[1]) ^ (~(sa & sb)) ,
    ~(sa | sb) ^ (~(a[0] & b[0])) };
    GF_SQ_2 dinv( c, d);
    assign sd = d[1] ^ d[0];
    GF_MULS_2 pmul(d, sd, b, sb, p);
    GF_MULS_2 qmul(d, sd, a, sa, q);
    assign Y = { p, q };
endmodule
module GF_MULS_4 ( A, a1, Al, Ah, aa, B, b1, Bl, Bh, bb, Q );
    input [3:0] A;
    input [1:0] a1;
    input Al;
    input Ah;
    input aa;
    input [3:0] B;
    input [1:0] b1;
    input Bl;
    input Bh;
    input bb;
    output [3:0] Q;
    wire [1:0] ph, pl, p;
    GF_MULS_2 himul(A[3:2], Ah, B[3:2], Bh, ph);
    GF_MULS_2 lomul(A[1:0], Al, B[1:0], Bl, pl);
    GF_MULS_SCL_2 summul( a1, aa, b1, bb, p);
    assign Q = { (ph ^ p), (pl ^ p) };
endmodule
module GF_INV_8 ( X, Y );
    input [7:0] X;
    output [7:0] Y;
    wire [3:0] a, b, c, d, p, q;
    wire [1:0] sa, sb, sd;  
    wire al, ah, aa, bl, bh, bb, dl, dh, dd;  
    wire c1, c2, c3;  
    assign a = X[7:4];
    assign b = X[3:0];
    assign sa = a[3:2] ^ a[1:0];
    assign sb = b[3:2] ^ b[1:0];
    assign al = a[1] ^ a[0];
    assign ah = a[3] ^ a[2];
    assign aa = sa[1] ^ sa[0];
    assign bl = b[1] ^ b[0];
    assign bh = b[3] ^ b[2];
    assign bb = sb[1] ^ sb[0];
    assign c1 = ~(ah & bh);
    assign c2 = ~(sa[0] & sb[0]);
    assign c3 = ~(aa & bb);
    assign c = { 
    (~(sa[0] | sb[0]) ^ (~(a[3] & b[3]))) ^ c1 ^ c3 ,
    (~(sa[1] | sb[1]) ^ (~(a[2] & b[2]))) ^ c1 ^ c2 ,
    (~(al | bl) ^ (~(a[1] & b[1]))) ^ c2 ^ c3 ,
    (~(a[0] | b[0]) ^ (~(al & bl))) ^ (~(sa[1] & sb[1])) ^ c2 };
    GF_INV_4 dinv( c, d);
    assign sd = d[3:2] ^ d[1:0];
    assign dl = d[1] ^ d[0];
    assign dh = d[3] ^ d[2];
    assign dd = sd[1] ^ sd[0];
    GF_MULS_4 pmul(d, sd, dl, dh, dd, b, sb, bl, bh, bb, p);
    GF_MULS_4 qmul(d, sd, dl, dh, dd, a, sa, al, ah, aa, q);
    assign Y = { p, q };
endmodule
module bSbox ( A, Q );
    input [7:0] A;
    output [7:0] Q;
    wire [7:0] B, C;
    wire R1, R2, R3, R4, R5, R6, R7, R8, R9;
    wire T1, T2, T3, T4, T5, T6, T7, T8, T9;
    assign R1 = A[7] ^ A[5] ;
    assign R2 = A[7] ^ A[4] ;
    assign R3 = A[6] ^ A[0] ;
    assign R4 = A[5] ^ R3 ;
    assign R5 = A[4] ^ R4 ;
    assign R6 = A[3] ^ A[0] ;
    assign R7 = A[2] ^ R1 ;
    assign R8 = A[1] ^ R3 ;
    assign R9 = A[3] ^ R8 ;
    assign B[7] = R7 ^ R8 ;
    assign B[6] = R5 ;
    assign B[5] = A[1] ^ R4 ;
    assign B[4] = R1 ^ R3 ;
    assign B[3] = A[1] ^ R2 ^ R6 ;
    assign B[2] = A[0] ;
    assign B[1] = R4 ;
    assign B[0] = A[2] ^ R9 ;
    GF_INV_8 inv( B, C );
    assign T1 = C[7] ^ C[3] ;
    assign T2 = C[6] ^ C[4] ;
    assign T3 = C[6] ^ C[0] ;
    assign T4 = C[5] ^ C[3] ;
    assign T5 = C[5] ^ T1 ;
    assign T6 = C[5] ^ C[1] ;
    assign T7 = C[4] ^ T6 ;
    assign T8 = C[2] ^ T4 ;
    assign T9 = C[1] ^ T2 ;
    assign Q[7] = T4 ;
    assign Q[6] = ~T1 ;
    assign Q[5] = ~T3 ;
    assign Q[4] = T5 ;
    assign Q[3] = T2 ^ T5 ;
    assign Q[2] = T3 ^ T8 ;
    assign Q[1] = ~T7 ;
    assign Q[0] = ~T9 ;
endmodule
==> flow_summary.ini <==
; yosys + openroad results
[status]
status = finished, final reports clean

[logic_synthesis]
yosys_area_um2 = 1871
ys_warn_count = 0
postSynthSeqShare_pct = 0
synthTopCellsByCount = xnor2_1, a21oi_1, nand2_1
ys_top_cells_by_area = xnor2_1, xor2_1, a21oi_1
yosys.area.top_type_share_pct = 9.833
top_cell = xnor2_1
avgSynthCellArea_um2 = 7.926
synth_cells = 236
synth.distinct_cells = 67
yosysCellCount = 236
syn_area_um2 = 1871
synth_area_leader_cell = xnor2_1

[floorplanning]
chipArea_um2 = 14640
die_x_um = 121
fp.dieH_um = 121
pin_count = 16
rows = 36
core_um2 = 9864
initial_core_util_pct = 18.96

[power_and_ir_drop]
p_switching_uw = 761.1
seqPwrFrac_pct = 0
internal-power_uw = 1281
switching_share_pct = 37.26
leakage_uw = 0.001190
p_per_area_nw_per_um2 = 718.2
vdd_drop_max_v = 0.0004689
clock_power_share_pct = 0
power_uw = 2043
comb_power_share_pct = 100.0

[worst_setup_path]
path_common_cell = clkdlybuf4s50_1
critPathMaxFanout = 9
max_stage_delay_ns = 0.63
path_cells = clkdlybuf4s50_1, xor3_2, xnor3_2, mux2_4, o21a_2, or2_4, nor2_2, a22oi_1, o211a_2, xor2_4, xnor2_2, xnor3_1, clkdlybuf4s50_1
crit_type = in2out
cp.required_ns = 5.92
cp-start-kind = input pin
cp-end-kind = primary output
cp.arrival_ns = 5.70
slowest_stage = clkdlybuf4s50_1

[global_route]
first_global_vias = 1895
antenna_found_initial = 0
grt_start_max_net_pins = 13
grt_first_pass_wirelength_um = 9121
track_usage_pct = 7.302
grt_overflow = 0

[sta]
finalCritPeriodShare_pct = 96.96
max_clock_freq_mhz = 139.4
hold_violations = 0
worst_pin_slew_ns = 0.4892
fin_ws_ns = 0.2246
relSlewSlack_pct = 67.27
setup_violations = 0
drv_slew = 0
post-route-min-period_ns = 7.175

[finish]
flop_area_um2 = 0
clkbuf_count = 0
comb_area_um2 = 1953
syn_to_final_growth_pct = 52.04
flops = 0
nFillCells = 1011
drive_above_1_share_pct = 42.35

[cts]
cts_hold_buf = 0

[route]
vias_per_cell = 4.477
drtAntennaViolNets = 0
drc = 0
wl_um = 5546
num_antenna_cells = 0
via_count = 1970
dr.pass1.iters = 4
drt-initial-drc-count = 106
wl_per_cell_um = 12.60

[run]
max_cap_viol_count = 0
warnings = 32

[placement]
dp_hpwl_um = 4530
dpl_worst_slack_ns = -0.2079
gp_congestion = 0.9104
portBuffers = 16

[hold_path]
worstHoldPathType = in2out
[final timing paths]
kind | to | depth (start not counted) | slack, ns | start
min | Q[4] | 8 | 4.26 | A[5]
max | Q[3] | 13 | 0.22 | A[7]
[power by group through the flow]
stage         Combinational [uW]  Sequential, uW  Clock (uW)
CTS                         1970               0           0
global route                2230               0           0
finish                      2040               0           0
[per-stage QoR]
stage	utilization, %	hold slack, ns	TNS, ns	std cells	cell area [um^2]
after floorplan	-	3.379	0	236	1871
after global placement	26.45	4.604	-0.7153	436	2609
after detailed placement	26.45	4.604	-0.8929	436	2609
after CTS	26.65	4.517	0	436	2629
after global routing	28.83	4.342	-0.005414	440	2844
final	28.83	4.257	0	440	2844
[final cells by class]
type,instances,area share [%]
multi-input combinational,214,68.68
tap,133,5.851
inverter,6,0.8799
timing repair buffer,87,24.59
[cell families (layout without fill, tap and decap cells)]
family | after synthesis | in the layout | synth area share [%]
simple gates | 70 | 70 | 19.53
buf+inv | 22 | 93 | 6.221
mux | 10 | 10 | 6.354
xor+xnor | 53 | 53 | 36.92
compound gates | 80 | 80 | 30.30
fa+ha+maj | 1 | 1 | 0.6688
[critical path: cells and delay by family]
family | cells | cell delay, ns
multiplexers | 1 | 0.33
AND/OR/NAND/NOR | 2 | 0.52
AND-OR/OR-AND | 3 | 0.59
buffers and inverters | 2 | 1.05
XOR/XNOR | 5 | 1.72
[cell usage in the layout, fill, tap and decap left out, drive strengths merged, types with 4 or more instances in the layout]
| cell | instances |
|---|---|
| clkdlybuf4s50 | 12 |
| xnor3 | 4 |
| buf | 71 |
| a21oi | 19 |
| nand2 | 19 |
| xor2 | 18 |
| nand3 | 5 |
| o21ai | 21 |
| xnor2 | 27 |
| o22ai | 5 |
| nor2 | 19 |
| mux2i | 8 |
| xor3 | 4 |
| nor3 | 7 |
| nand2b | 5 |
| inv | 6 |
[routing by layer]
| metal | share of wire, % | track usage (%) | wire, um |
|---|---|---|---|
| met1 | 44 | 8.944 | 2419 |
| met2 | 54 | 13.88 | 2990 |
| met3 | 1.6 | 0.4251 | 89 |
| met4 | 0.85 | 0.9804 | 47 |
| met5 | 0 | 0 | 0 |
[what timing repair did]
item                                    CTS  global route
buffers inserted                          0             4
gates resized                             6            32
endpoints found under the setup margin    8             8
pin swaps                                 2            15
