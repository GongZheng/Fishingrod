**design.v**
```verilog
module  Fishingrod_control  ( start , ck , round0 ,  round , ready, sels, selk ) ;
input   start ;
input   ck ;  
output  round0 ;   
output  [0:4] round;
output  ready ;
output   [0:4]   sels;
output   [0:4]   selk;
reg     [0:4]  round_ps;
wire    [0:4]  round_ns;
reg     [2:0]  cnt_ps ;   
wire    [2:0]  cnt_ns ;   
reg            ready ;    
wire 		   round18;
reg     [0:15] intsel;
assign  cnt_ns  =  start  ?  0  :  cnt_ps + 1 ;
always  @ ( posedge ck )  cnt_ps  <=  cnt_ns ;
assign  round_ns    =  start ? 0 : ( (cnt_ps==7) ? round_ps+1 : round_ps) ;
always  @ ( posedge ck  )  round_ps  <=  round_ns ;
assign  round0   =  ( round_ps == 0 ) ;
assign  round18  =  ( round_ps == 18 ) ;
assign  round  =  round_ps;
always  @ ( posedge ck )  ready  <=  round12 ;
assign sels= intsel[0:3]; 
assign selk= intsel[4:7]; 
endmodule
```
**run.sh**
```bash
#!/bin/bash
# OpenROAD 26Q1-2900-gdf79404cd8, Yosys 0.63+post, stock flow scripts
make -C /OpenROAD-flow-scripts/flow DESIGN_CONFIG=/design/flow/config.mk WORK_HOME=/design/flow/orfs finish
```
**config.mk**
```make
export PLATFORM = sky130hd
export DESIGN_NAME = Fishingrod_control
export DESIGN_NICKNAME = Fishingrod_control
export VERILOG_FILES = /design/flow/design.v
export SDC_FILE = /design/flow/constraint.sdc
export NUM_CORES = 4
export LEC_CHECK = 1
export CORE_AREA = 10 10 70 70
export DIE_AREA = 0 0 80 80
```
**constraint.sdc**
```tcl
current_design Fishingrod_control

set clk_period 1.4
set clk_io_pct 0.2

create_clock -name clk0 -period $clk_period [get_ports {ck}]

set non_clock_inputs [all_inputs -no_clocks]
set_input_delay [expr $clk_period * $clk_io_pct] -clock clk0 $non_clock_inputs
set_output_delay [expr $clk_period * $clk_io_pct] -clock clk0 [all_outputs]
```
==> metrics.log <==
[flow] summary of implementation run
[metrics] sort of element at the end of the critical path: output pin
[metrics] Power Density: 663.6 nW/um^2
[metrics] Post-CTS Hold Fix Bufs: 0
[metrics] residual DRC count: 0
[metrics] overall die width: 80 um
[metrics] Placed Cells: 104
[metrics] total net switching power: 91.34 uW
[metrics] vias post-DR: 330
[metrics] final-report setup violation count: 0
[metrics] number of standard cells after synthesis: 47
[metrics] aoi share: 3.371%
[metrics] maximum clock frequency: 0.7579 GHz
[metrics] dominant combinational cell family by area after synthesis: buffers and inverters
[metrics] first-pass GRT wire length: 1462 um
[metrics] share of total power in the clock network: 40.0%
[metrics] startpoint-to-endpoint class of the critical path: flip-flop to output pin
[metrics] setup skew after layout: 0.001495 ns
[metrics] xor+xnor area frac: 1.966%
[metrics] initial antenna violation count: 0
[metrics] power share of the sequential group: 54.5%
[metrics] tool warnings: 27
[metrics] internal reg-to-reg setup slack: 0.10 ns
[metrics] startpoint type of the worst setup path: flip-flop
[metrics] fraction of synthesized area in multiplexers: 7.303%
[metrics] count of final max-slew check failures: 0
[metrics] cell internal pwr: 345.4 uW
[metrics] total congestion overflow after global routing: 0
[metrics] final hold violations: 0
[metrics] clock latency reported for the late side of the worst-skew pair: 0.25 ns
[metrics] required time of the critical path: 1.12 ns
[metrics] max-cap violations: 0
[metrics] fraction of the yosys area taken by sequential cells: 35.96%
[metrics] Buf+Inv Stages, Crit Path: 2
[metrics] Period Utilization, post-route: 94.24%
[metrics] Boundary Pins: 19
[metrics] average via count per standard cell: 2.973
[metrics] aggregate global-route resource usage: 2.787%
[metrics] pin count of the biggest net entering global routing: 7
[metrics] core utilization before placement: 13.04%
[metrics] number of different library cells in the post-synthesis netlist: 16
[metrics] clock-pin slew reported for the worst setup and hold paths after clock tree synthesis: 0.05 ns
[metrics] clock root cell: clkbuf_4
[metrics] status: completed
[metrics] Final GP Congestion: 0.7818
[metrics] final wirelength: 894 um
[metrics] average wire per cell in the routed design: 8.054 um
[metrics] n_diodes: 0
[metrics] final period demand of the worst path: 1.319 ns
[metrics] number of buffers created by CTS: 3
[metrics] layout overhead on the synthesized area: 47.75%
[metrics] clock tree from TritonCTS: built
[metrics] layout cells sized above 1: 38.46%
[metrics] number of DRC markers after the initial detailed-route iteration: 18
[metrics] number of sinks on the clock net: 8
[metrics] critical path arrival: 1.04 ns
[metrics] total cells reported by yosys after synthesis: 47
[metrics] number of global-route vias before repair: 330
[metrics] remaining antenna violation count: 0
[metrics] YS chip area: 445.4 um^2
[metrics] total of flip-flops plus latches after synthesis: 8
[metrics] vertical extent of the die: 80 um
[metrics] Comb power frac: 5.5%
[metrics] maximum net fanout on the critical path: 2
[metrics] H-tree Lvls: 1
[metrics] Max rail drop VDD: 0.3317 mV
[metrics] average cell area after synthesis: 9.477 um^2
[metrics] adder and majority cell fraction of the synthesized area: 11.24%
[metrics] largest stage delay on the critical path: 0.33 ns
[metrics] placeable core region: 3416 um^2
[metrics] switch share: 20.91%
[metrics] post-synthesis cell area: 445.4 um^2
[metrics] number of buffer cells added on primary ports: 7
[metrics] Die Outline Area: 6400 um^2
[metrics] Top Family by Delay on Critical Path: flip-flops
[metrics] cells along the critical path: inv_2 > ha_4 > nor4b_4 > buf_2
[metrics] Cell Rows: 21
[metrics] unrepaired setup endpoints after global routing: yes
[metrics] share of the core filled with cells: 19.27%
[metrics] overall power of the completed layout: 436.7 uW
[metrics] largest buffer count on any clock path: 2
[metrics] LEAKAGE: 0.0003273 uW
[metrics] class of the tightest hold or removal check: flip-flop to flip-flop
[metrics] Syn. warnings: 11
[metrics] share of synthesized cell area in and, or, nand and nor gates: 16.29%
[metrics] sum of net half-perimeters after detailed placement: 707.7 um
[metrics] post-layout instance count excluding filler cells: 111
[metrics] slowest cell on the critical path: dfxtp_2
[metrics] first drt pass iteration count: 3
timing repair:
action,in CTS,in global routing
pin swaps,0,1
gates resized,19,4
setup buffers,4,0
setup endpoints to repair,6,1
per-layer routing:
metal  share of wire (%)  track usage, %  wire (um)  vias up
met4                   0          0.3521          0        0
met1                  54           3.890        485      147
met3                  12           2.159        104        0
met2                  34           3.291        304       16
li1                    -               -          -      167
met5                   0               0          0        -
flip-flops by register name, indices dropped and copies added, names as in the netlist:
| name | flops |
|---|---|
| cnt_ps | 3 |
| round_ps | 5 |
placed cells by master, fill, tap and decap left out:
| cell type | n |
|---|---|
| buf_6 | 4 |
| conb_1 | 11 |
| xnor2_1 | 1 |
| mux2_1 | 2 |
| a21bo_2 | 1 |
| dlygate4sd2_1 | 5 |
| inv_2 | 2 |
| clkbuf_4 | 3 |
| nor4b_4 | 1 |
| nand3b_1 | 1 |
| mux2i_1 | 1 |
| nor2b_1 | 4 |
| nor2_1 | 5 |
| clkdlybuf4s50_1 | 1 |
| a21oi_1 | 1 |
| buf_4 | 7 |
| ha_4 | 1 |
| nand4_1 | 2 |
| dfxtp_1 | 3 |
| ha_1 | 3 |
| dfxtp_2 | 5 |
| buf_2 | 1 |
metrics by stage:
stage / setup TNS (ns) / instance area, um^2 / hold slack, ns / setup slack (ns)
finish: 0 / 658.1 / 0.4336 / 0.08062
global route: -0.005372 / 658.1 / 0.4571 / -0.005372
CTS: 0 / 639.4 / 0.4331 / 0.04671
detailed placement: -0.08937 / 568.0 / 0.4166 / -0.08937
global placement: -0.08608 / 568.0 / 0.4046 / -0.08608
floorplan: 0 / 483.0 / 0.3992 / 0.1003
power groups by stage:
stage	sequential [uW]	combinational, uW	clock, uW
global route	238	30.0	197
finish	238	24.1	175
CTS	238	25.0	181
layout make-up:
cell class / instances / area [um^2]
inverter: 2 / 7.507
timing repair buffer: 18 / 156.4
sequential: 8 / 166.4
multi-input combinational: 34 / 247.7
tap: 46 / 57.56
fill: 382 / 2758
clock buffer: 3 / 22.52
worst paths after layout:
path               startpoint          end  cells after the start
setup / recovery  round_ps[3]       round0                      4
hold / removal      cnt_ps[0]    cnt_ps[0]                      1
setup reg to reg    cnt_ps[0]  round_ps[0]                      4
hold reg to reg     cnt_ps[0]    cnt_ps[0]                      1
cells in the mapped netlist, drive strengths merged:
master | count | area, um^2
nor4b | 1 | 8.760
nor2b | 4 | 25.02
conb | 1 | 3.750
dfxtp | 8 | 160.2
mux2i | 1 | 10.01
a21oi | 1 | 5.000
a21bo | 1 | 10.01
nand3b | 1 | 7.510
ha | 4 | 50.05
mux2 | 2 | 22.52
nor2 | 5 | 18.77
nand4 | 2 | 12.51
buf | 13 | 95.09
xnor2 | 1 | 8.760
inv | 2 | 7.510
kinds of logic (layout without fill, tap and decap cells):
kind of cell	count (synthesis)	in the layout
AOI/OAI and AO/OA	2	2
xor gates and xnor gates	1	1
adders and majority gates	4	4
buffers and inverters	15	23
DFF	8	8
muxes	3	3
other	1	11
and+or+nand+nor	13	13
Power figures rest on the tool's default switching activity, not on a simulated workload.
